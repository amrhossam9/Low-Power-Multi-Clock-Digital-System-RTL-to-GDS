$ cat /design/flow/config.mk
export PLATFORM = sky130hd
export DESIGN_NAME = FIFO_TOP
export DESIGN_NICKNAME = FIFO_TOP
export VERILOG_FILES = /design/flow/design.v
export SDC_FILE = /design/flow/constraint.sdc
export NUM_CORES = 4
export LEC_CHECK = 1
export CORE_UTILIZATION = 40
$ cat /design/flow/constraint.sdc
current_design FIFO_TOP

set clk_period 2.6
set clk_io_pct 0.2

create_clock -name clk0 -period $clk_period [get_ports {rclk}]
create_clock -name clk1 -period $clk_period [get_ports {wclk}]

set non_clock_inputs [all_inputs -no_clocks]
set_input_delay [expr $clk_period * $clk_io_pct] -clock clk0 $non_clock_inputs
set_output_delay [expr $clk_period * $clk_io_pct] -clock clk0 [all_outputs]
$ cat /design/flow/design.v
module DF_SYNC #(parameter SYNC_WIDTH = 4)(
    input  wire  [SYNC_WIDTH-1:0] data_in,
    input  wire                 CLK, RST_n,
    output reg  [SYNC_WIDTH-1:0] data_out
);
    reg [SYNC_WIDTH-1:0] ff;
    always @(posedge CLK or negedge RST_n) begin
        if(!RST_n)begin
            ff <= 'b0;
            data_out <= 'b0;
        end else begin
            ff <= data_in;
            data_out <= ff;
        end
    end
endmodule
module FIFO_MEM_CNTRL #(parameter DATA_WIDTH = 8)(
    input  wire                      wclken, RST_n, CLK,
    input  wire [DATA_WIDTH-1:0] wdata,
    input  wire [2:0]                waddr, raddr,
    output reg  [DATA_WIDTH-1:0] rdata
);
    reg [DATA_WIDTH-1:0] fifo_mem [7:0];
    integer i;
    always @(posedge CLK or negedge RST_n) begin
        if(!RST_n) begin
            for (i=0; i<8; i=i+1) begin
                fifo_mem[i] <= 'b0;
            end
        end else if (wclken) begin
            fifo_mem[waddr] <= wdata;
        end
    end
    always @(*) begin
        rdata <= fifo_mem[raddr];
    end
endmodule
module FIFO_RD (
    input  wire       rinc,
    input  wire       rclk, rrst_n,
    input  wire [3:0] rg2_wptr,
    output reg [3:0] rptr, 
    output wire [2:0] raddr, 
    output wire        rempty
);
    reg [3:0] raddr_ptr;
    assign raddr = raddr_ptr[2:0];
    always @(posedge rclk or negedge rrst_n) begin
        if(!rrst_n) begin
            raddr_ptr <= 'b0;
        end else if (rinc && !rempty) begin
            raddr_ptr <= raddr_ptr + 1'b1;
        end
    end
    always @(posedge rclk or negedge rrst_n) begin
        if(!rrst_n) begin
            rptr <= 'b0;
        end else begin
            rptr <= raddr_ptr ^ (raddr_ptr >> 1);
        end
    end
    assign rempty = (rptr == rg2_wptr);
endmodule
module FIFO_TOP #(parameter DATA_WIDTH = 8)(
    input  wire                  wclk, wrst_n, winc,
    input  wire                  rclk, rrst_n, rinc,
    input  wire [DATA_WIDTH-1:0] wdata,
    output wire                  wfull, rempty,
    output wire [DATA_WIDTH-1:0] rdata
);
    wire [2:0] waddr, raddr;
    wire [3:0] wg2_rptr, rg2_wptr;
    wire [3:0] wptr, rptr;
    FIFO_MEM_CNTRL FIFO_MEM_CNTRL_BLOCK (
        .wclken(winc & (!wfull)), 
        .RST_n(wrst_n), 
        .CLK(wclk),
        .wdata(wdata),
        .waddr(waddr), 
        .raddr(raddr),
        .rdata(rdata)
    );
    FIFO_WR FIFO_WR_BLOCK(
        .winc(winc),
        .wclk(wclk), 
        .wrst_n(wrst_n),
        .wg2_rptr(rg2_wptr),
        .wptr(wptr), 
        .waddr(waddr), 
        .wfull(wfull)
    );
    FIFO_RD FIFO_RD_BLOCK(
        .rinc(rinc),
        .rclk(rclk), 
        .rrst_n(rrst_n),
        .rg2_wptr(wg2_rptr),
        .rptr(rptr), 
        .raddr(raddr), 
        .rempty(rempty)
    );
    DF_SYNC DF_SYNC_U0(
        .data_in(wptr),
        .CLK(wclk), 
        .RST_n(wrst_n),
        .data_out(wg2_rptr)
    );
    DF_SYNC DF_SYNC_U1(
        .data_in(rptr),
        .CLK(rclk), 
        .RST_n(rrst_n),
        .data_out(rg2_wptr)
    );
endmodule
module FIFO_WR (
    input  wire       winc,
    input  wire       wclk, wrst_n,
    input  wire [3:0] wg2_rptr,
    output reg [3:0] wptr, 
    output wire [2:0] waddr, 
    output wire       wfull
);
    reg [3:0] waddr_ptr;
    assign waddr = waddr_ptr[2:0];
    always @(posedge wclk or negedge wrst_n) begin
        if(!wrst_n) begin
            waddr_ptr <= 'b0;
        end else if (winc && !wfull) begin
            waddr_ptr <= waddr_ptr + 1'b1;
        end
    end
    always @(posedge wclk or negedge wrst_n) begin
        if(!wrst_n) begin
            wptr <= 'b0;
        end else begin
            wptr <= waddr_ptr ^ (waddr_ptr >> 1);
        end
    end
    assign wfull = (wptr[3] != wg2_rptr[3] && wptr[2] != wg2_rptr[2] && wptr[1:0] == wg2_rptr[1:0]);
endmodule
$ cat /design/flow/run.sh
#!/bin/bash
# OpenROAD 26Q1-2900-gdf79404cd8, Yosys 0.63+post, stock flow scripts
make -C /OpenROAD-flow-scripts/flow DESIGN_CONFIG=/design/flow/config.mk WORK_HOME=/design/flow/orfs finish
==> notes.md <==
impl run done, here's what came out: Final Max Tran Viols=0, final count of hold timing violations=0, static leakage=2.22 nW, Hold Worst Slack=219 ps, fill cell count=851, IO buf count=22, Cells after DPL=456, register bit count reported by yosys=96, Final Routed Wirelength=8560 µm, count of library flops with an enable pin=0, yosys cell count=288, number of buffers inserted by hold repair at cts=0, area growth from synthesis to layout=24.0%, Worst EP required=2080 ps, total die size=0.0108 mm², fin util=51.8%, height of the die=104 µm, Max FO, Critical Path=4, largest area contributor in the netlist=sky130_fd_sc_hd__dfrtp_1, vias per cell=5.31, nature of the critical path startpoint=flop, IO Count=24, count of TritonRoute iterations in the first routing pass=4, pin count of the biggest net entering global routing=57, die width=104 µm, Antenna Diode Count=0, sequential cell area fraction in the yosys report=58.1%, category of the critical setup timing path=flop to output pin, number of antenna-violating nets in the routed design=0, via count of the first global-routing pass=2691, clock tree from TritonCTS=built, Syn Std Cell Area=0.00414 mm², Initial Utilization=41.7%, drt drc=0, HPWL after DPL=5580 µm, worst voltage drop across the vdd grid=623 µV, setup repair after global routing missed its margin=yes, max-capacitance violation count=0, violation count after the first detailed-routing iteration=91, type of destination of the critical path=output pin, Syn. warnings=5, CP arrival=2070 ps, total number of vias=2567, Top area cell types=sky130_fd_sc_hd__dfrtp_1 58%, sky130_fd_sc_hd__mux2_2 20%, sky130_fd_sc_hd__ha_1 4.2%, tightest slew margin relative to the limit=40.0%, total routing resource utilization after global routing=17.5%, cell count after synthesis=288, area of the synthesized netlist per yosys stat=0.00414 mm², grt ovf=0, Clock transition at path regs=80 ps, Power per Cell Area=1340 mW/mm², post-synth top area share=58.1%, synthesized area divided by synthesized cell count=14.4 µm², share of post-route cells with drive strength above 1=48.3%, Synth async-reset ratio=100%, global-route wire length before repair=14300 µm, number of library cell types mapped by synthesis=31, core area=0.00991 mm², Post-synth top flop=sky130_fd_sc_hd__dfrtp_1, result of the run=complete, no violations, list of most frequent post-synthesis cells=96 x sky130_fd_sc_hd__dfrtp_1, 74 x sky130_fd_sc_hd__mux2_2, 14 x sky130_fd_sc_hd__ha_1, post-synthesis cell type with the largest instance count=sky130_fd_sc_hd__dfrtp_1, number of non-filler instances in the completed layout=483, Setup Viol. Count Final=0, tally of OpenROAD warnings=36, sink count of the clock tree=96, type of the most critical hold path=input pin to asynchronous set/reset pin, average detailed-routed wire length per instance=17.7 µm, worst clock skew=15.0 ps, measured slew at the worst slew-check pin=891 ps, RD Place Congestion=0.779, row cnt=36, initial antenna violation count=0
-- registers in the layout (all words and copies together) (netlist names) --
name                           count
FIFO_RD_BLOCK.rptr                 4
FIFO_WR_BLOCK.waddr_ptr            4
DF_SYNC_U0.data_out                4
FIFO_RD_BLOCK.raddr_ptr            4
DF_SYNC_U1.data_out                4
DF_SYNC_U1.ff                      4
FIFO_MEM_CNTRL_BLOCK.fifo_mem     64
DF_SYNC_U0.ff                      4
FIFO_WR_BLOCK.wptr                 4
-- per-layer routing --
layer,share of wire [%],GRT usage (%),vias to the layer above
met5,0,0,-
met4,0.93,2.55,0
met3,4.2,3.40,7
met2,47,26.6,53
met1,48,28.3,1347
li1,-,-,1160
-- final timing paths --
path / from / to / slack [ps] / cells after the start
max: FIFO_RD_BLOCK.raddr_ptr[0]$_DFFE_PN0P_ / rdata[5] / 10 / 8
min: wrst_n / FIFO_MEM_CNTRL_BLOCK.fifo_mem[6][3]$_DFFE_PN0P_ / 220 / 1
max reg2reg: FIFO_WR_BLOCK.wptr[2]$_DFF_PN0_ / FIFO_MEM_CNTRL_BLOCK.fifo_mem[2][2]$_DFFE_PN0P_ / 470 / 5
min reg2reg: DF_SYNC_U1.ff[1]$_DFF_PN0_ / DF_SYNC_U1.data_out[1]$_DFF_PN0_ / 350 / 0
max in group clk1: FIFO_WR_BLOCK.wptr[2]$_DFF_PN0_ / FIFO_MEM_CNTRL_BLOCK.fifo_mem[2][2]$_DFFE_PN0P_ / 470 / 5
max in group asynchronous: rrst_n / FIFO_RD_BLOCK.raddr_ptr[2]$_DFFE_PN0P_ / 1430 / 1
min in group clk0: DF_SYNC_U1.ff[1]$_DFF_PN0_ / DF_SYNC_U1.data_out[1]$_DFF_PN0_ / 350 / 0
min in group clk1: DF_SYNC_U0.ff[0]$_DFF_PN0_ / DF_SYNC_U0.data_out[0]$_DFF_PN0_ / 350 / 0
-- placed cells by master (no fill, tap or decap), drive strengths merged, types with 2 or more instances in the layout --
cell           Yosys  layout
nand2             13      13
ha                14      14
xnor2              5       5
nand3              2       2
buf                4      38
a221oi             7       7
clkdlybuf4s50      0      13
mux2              75      75
o41ai              2       2
o21ai              4       4
nor3b              3       3
xor2               9       9
a22o               4       4
dlygate4sd2        0       2
dfrtp             96      96
a22oi              3       3
nand4              4       4
nor2               7       7
and3               2       2
a21oi              4       4
clkinv             0       3
a222oi             5       5
clkbuf             9      14
nor4               2       2
a41oi              3       3
inv                7      10
-- report_power, final --
| part | switching, W | internal, W | total [W] |
|---|---|---|---|
| Sequential | 0.000456 | 0.00226 | 0.00272 |
| Combinational | 0.00130 | 0.00181 | 0.00311 |
| Clock | 0.000561 | 0.000492 | 0.00105 |
-- cell families (layout without fill, tap and decap cells) --
logic type               Yosys count  count (layout)  share of synthesized area, %
flip-flops                        96              96                          58.1
multiplexers                      75              75                          20.5
AND/OR/NAND/NOR                   36              36                          5.35
AND-OR/OR-AND                     33              33                          6.50
buffers and inverters             20              82                          2.36
adder cells (fa/ha/maj)           14              14                          4.23
XOR/XNOR                          14              14                          2.96
-- worst max-delay path, stage by stage (launching register included) --
cell and delay [ps]:
sky130_fd_sc_hd__dfrtp_2 450, sky130_fd_sc_hd__ha_4 200, sky130_fd_sc_hd__ha_4 180, sky130_fd_sc_hd__nor4_4 210, sky130_fd_sc_hd__nand2_2 130, sky130_fd_sc_hd__buf_6 150, sky130_fd_sc_hd__buf_6 110, sky130_fd_sc_hd__mux2_4 280
sky130_fd_sc_hd__buf_2 110
-- cell type report --
cell class                      instances  area [µm²]  share of cell area [%]
Tap cell                              133         166                    3.24
Clock buffer                           13         179                    3.49
Multi-Input combinational cell        172        1820                    35.5
Sequential cell                        96        2410                    46.9
Inverter                                7        26.3                   0.512
Clock inverter                          7        55.1                    1.07
Timing Repair Buffer                   55         478                    9.31
-- stage by stage --
step | TNS, ps | cell area, µm² | setup slack, ps | total power (W)
5_1_grt | -219 | 5130 | -66.3 | 0.00737
4_1_cts | -254 | 5120 | -157 | 0.00695
6_report | 0 | 5130 | 10.5 | 0.00688
2_1_floorplan | 0 | 4140 | 247 | 0.00423
3_3_place_gp | -916 | 4640 | -175 | 0.00534
3_5_place_dp | -726 | 4640 | -137 | 0.00538
-- what timing repair did --
action / in CTS / in global routing
resized: 62 / 6
pin swaps: 13 / 7
endpoints found under the setup margin: 8 / 9
hold endpoints to repair: 0 / 0
cloned: 0 / 0
setup buffers: 7 / 2
Power and IR drop assume default switching activity.
