`flow/design.v`:
```
module register (
    input  wire       CLK, RST,
    input  wire [7:0] WrData,
    input  wire [3:0] Address,
    input  wire       WrEn, RdEn,
    output reg        RdData_Valid,
    output reg  [7:0] RdData,
    output wire [7:0] REG0, REG1, REG2, REG3
);
    reg [7 : 0] Reg_File [15 : 0];
    integer i;
    assign REG0 = Reg_File[0];
    assign REG1 = Reg_File[1];
    assign REG2 = Reg_File[2];
    assign REG3 = Reg_File[3];
    always @(posedge CLK or negedge RST) 
    begin
        if(!RST)
        begin
                for (i=0; i<16; i=i+1) begin
                    if(i == 2)
                        Reg_File[i] <= 'b10000001;
                    else if(i == 3)
                        Reg_File[i] <= 'b00100000;
                    else
                        Reg_File[i] <= 0;
                end
                RdData <= 'b0 ;
                RdData_Valid <= 0;
        end
        else if(WrEn && !RdEn)
        begin
            Reg_File[Address] <= WrData;
        end
        else if(RdEn && !WrEn)
        begin
            RdData_Valid <= 1;
            RdData <= Reg_File[Address];
        end
        else begin
            RdData_Valid <= 0;
        end
    end
endmodule
```
`flow/run.sh`:
```
#!/bin/bash
# OpenROAD 26Q1-2900-gdf79404cd8, Yosys 0.63+post, stock flow scripts
make -C /OpenROAD-flow-scripts/flow DESIGN_CONFIG=/design/flow/config.mk WORK_HOME=/design/flow/orfs finish
```
`flow/config.mk`:
```
export PLATFORM = sky130hd
export DESIGN_NAME = register
export DESIGN_NICKNAME = register
export VERILOG_FILES = /design/flow/design.v
export SDC_FILE = /design/flow/constraint.sdc
export NUM_CORES = 4
export LEC_CHECK = 1
export CORE_UTILIZATION = 30
```
`flow/constraint.sdc`:
```
current_design register

set clk_period 1.5
set clk_io_pct 0.2

create_clock -name clk0 -period $clk_period [get_ports {CLK}]

set non_clock_inputs [all_inputs -no_clocks]
set_input_delay [expr $clk_period * $clk_io_pct] -clock clk0 $non_clock_inputs
set_output_delay [expr $clk_period * $clk_io_pct] -clock clk0 [all_outputs]
```
==> flow_metrics.tcl <==
# yosys + openroad results
set metrics [dict create \
    fin_area_um2 9100 \
    antenna_found_initial 0 \
    seqPwrFrac_pct 41.7 \
    lay_top_count "dfrtp_1" \
    cts.sinks 137 \
    die_x_um 151 \
    r2r_cells 6 \
    combinationalPowerShare_pct 18.5 \
    tool_warnings 28 \
    critPathKind "primary input to flip-flop" \
    cts_max_level 4 \
    post-route-util_pct 41.8 \
    vias 4957 \
    cp-start-kind "primary input" \
    io-pin-count 57 \
    yosysSeqAreaShare_pct 51.7 \
    reg2reg_from "Reg_File[1][1]" \
    fp.dieH_um 151 \
    dp.final_hpwl_mm 13.0 \
    met1_usage_pct 26.5 \
    r2r_slack_ps 60 \
    yosysChipArea_um2 6640 \
    min_path_type "primary input to async pin" \
    setup_violations 0 \
    num_rows 54 \
    grt_overflow 0 \
    p_leak_nw 4.10 \
    dieArea_um2 22700 \
    grt_pass1_wl_mm 29.5 \
    drt-total-wl_mm 18.7 \
    p_sw_mw 2.80 \
    status "finished with violations" \
    grt_max_degree 44 \
    vias_per_cell 5.08 \
    grt.total_usage_pct 18.0 \
    area_leaders "dfrtp_1, mux2_2, nand3b_1, a21oi_1, mux2i_1" \
    drive_above_1_share_pct 46.4 \
    wire_per_inst_um 19.1 \
    drc 0 \
    cts_buffers 17 \
    core_area_um2 21800 \
    clk_pin_slew_ps 60 \
    async_flop_share_pct 100 \
    dpl_cell_area_um2 8130 \
    maxCapViolations 0 \
    grt.met3_usage_pct 6.58 \
    area_growth_pct 37.1 \
    ys_seq_elements 137 \
    fin_hold_ws_ps -184 \
    max_clock_freq_mhz 682 \
    finalNonFillerCells 976 \
    root_buffer "clkbuf_16" \
    power_density_nw_per_um2 1260 \
    irDropWorstVdd_uv 772 \
    finalSetupTns_ps 0 \
    setup_slack_ps 33.5 \
    crit_path_end "Reg_File[13][6]" \
    violations "hold timing" \
    cp.arrival_ps 1760 \
    cts_tree "done" \
    insertion_delay_ps 410 \
    finalCritPeriodShare_pct 97.8 \
    worst_pin_slew_ps 462 \
    crit_fanout 12 \
    dr.pass1.iters 4 \
    fp_util_pct 30.5 \
    port_buffers 56 \
    fin_crit_ps 1470 \
    cts_buffer_depth 2 \
    ff_type "dfrtp_1" \
    synth.distinct_cells 60 \
    lay_top_cells "dfrtp_1, mux2_2, buf_4, dlygate4sd2_1, nand3b_1" \
    switching_share_pct 24.4 \
    gr-usage-met2_pct 26.3 \
    power.internal_mw 8.68 \
    fin_total_pwr_mw 11.5 \
    grt_setup_unrepaired "yes" \
    cp-end-kind "flip-flop" \
    slew_headroom_pct 69.2 \
    busiest_layer "met1" \
    clock_power_share_pct 39.8 \
    r2r_end "RdData[1]" \
    yosysWarnings 2 \
    synth_stat.cells 527 \
    maxSlewViolCount 0 \
    drtIter0Drc 280 \
    fillCellCount 1979 \
    pre_cts_slack_ps -569 \
    synth_top_cell_by_area "dfrtp_1" \
    antenna_left 0 \
    antenna_cells 0 \
    synth-edff-count 0 \
    finClkSkew_ps 4.59 \
    globalplace.congestion 0.892 \
    grt_pass1_vias 5207 \
    synthCells 527 \
    critical_path.startpoint "Address[0]" \
    postSynthAreaPerCell_um2 12.6 \
    hold_viol 38 \
    syn_area_um2 6640 \
    placed_cells 908 \
    top_cell_area_share_pct 50.5 \
    crit_required_ps 1790 \
]
-- routing by layer --
layer  wire length, um  vias up
met4               282        0
met2              8360      180
met3              1820       18
met1              8210     2477
met5                 0        -
li1                  -     2282
-- cell families (layout without fill, tap and decap cells) --
logic type | Yosys count | count (layout) | synth area share (%)
muxes | 140 | 140 | 23.5
and+or+nand+nor | 123 | 123 | 12.9
buffers and inverters | 43 | 212 | 3.19
AOI/OAI and AO/OA | 84 | 84 | 8.69
DFF | 137 | 137 | 51.7
-- synth_stat cells (all sizes together), types with 4 or more instances --
master	instances
dfrtp	134
mux2	128
nand3b	37
a21oi	25
nand2	25
buf	23
clkbuf	15
mux2i	12
o22ai	10
nor2	8
a31oi	7
nand2b	7
nand3	7
nor4	6
a22oi	5
inv	5
nor2b	5
nor3	5
nor3b	5
o21ai	5
a211oi	4
a32oi	4
o211a	4
o22a	4
o32ai	4
or3b	4
-- final cells by class --
type,count,area (um^2),share of cell area [%]
clock buffer,18,429,4.72
sequential,137,3430,37.7
multi-input combinational,347,3080,33.8
inverter,5,18.8,0.206
timing repair buffer,175,1570,17.3
tap,280,350,3.85
clock inverter,14,221,2.43
-- timing repair --
item                                    CTS  global route
resized                                  52            15
endpoints found under the setup margin  157            17
pin swaps                                 1             2
setup buffers                            36             0
hold endpoints to repair                 38            38
-- critical path, stage by stage --
cell and delay [ps]:
buf_4 210, buf_4 210, nand2b_1 150, buf_4 180, nor2_2 180, buf_4 180, mux2_2 330
-- state kept, by name (all words and copies together), names as in the netlist --
| signal | flops |
|---|---|
| Reg_File | 128 |
| RdData_Valid | 1 |
| RdData | 8 |
-- worst min path at each step --
stage,from,to,cells past startpoint
after CTS,RST,Reg_File[1][3],1
after global routing,RST,Reg_File[2][2],1
final,RST,Reg_File[1][2],1
-- power by group through the flow --
stage	combinational [mW]	clock [mW]	sequential [mW]
6_report	2.12	4.57	4.79
5_1_grt	2.33	4.82	4.88
4_1_cts	2.11	4.62	4.78
Power and IR drop assume default switching activity.
