--- flow/constraint.sdc ---
current_design UART_TOP

set clk_period 3.5
set clk_io_pct 0.2

create_clock -name clk0 -period $clk_period [get_ports {RX_CLK}]
create_clock -name clk1 -period $clk_period [get_ports {TX_CLK}]

set non_clock_inputs [all_inputs -no_clocks]
set_input_delay [expr $clk_period * $clk_io_pct] -clock clk0 $non_clock_inputs
set_output_delay [expr $clk_period * $clk_io_pct] -clock clk0 [all_outputs]
--- flow/config.mk ---
export PLATFORM = sky130hd
export DESIGN_NAME = UART_TOP
export DESIGN_NICKNAME = UART_TOP
export VERILOG_FILES = /design/flow/design.v
export SDC_FILE = /design/flow/constraint.sdc
export NUM_CORES = 4
export LEC_CHECK = 1
export CORE_UTILIZATION = 40
--- flow/run.sh ---
#!/bin/bash
# OpenROAD 26Q1-2900-gdf79404cd8, Yosys 0.63+post, stock flow scripts
make -C /OpenROAD-flow-scripts/flow DESIGN_CONFIG=/design/flow/config.mk WORK_HOME=/design/flow/orfs finish
--- flow/design.v ---
module FSM (
    input wire CLK, RST,
    input wire RX_IN,
    input wire PAR_EN,
    input wire [2:0] bit_cnt,
    input wire [5:0] edge_cnt, Prescale,
    input wire par_err, strt_glitch, stp_err,
    output reg par_chk_en, strt_chk_en, stp_chk_en, deser_en,
    output reg data_valid, enable, data_samp_en
);
    typedef enum bit [2:0] {
                IDLE         = 3'b000,
                START_BIT    = 3'b001,
                SAMPLE_DATA  = 3'b010,
                PAR_BIT      = 3'b011,
                STOP_BIT     = 3'b100,
                DATA_VALID   = 3'b101
    } state_e;
    state_e current_state, next_state;
    reg data_valid_c;
    always @(posedge CLK or negedge RST) begin
        if(!RST) begin
            current_state <= IDLE;
        end else begin
            current_state <= next_state;
        end
    end
    always @(*) begin
        case(current_state)
            IDLE:begin
                if (!RX_IN)
                    next_state = START_BIT;
                else
                    next_state = IDLE;
            end
            START_BIT:begin
                if (strt_glitch)
                    next_state = IDLE;
                else if((edge_cnt + 1'b1) == Prescale)
                    next_state = SAMPLE_DATA;
                else
                    next_state = START_BIT;
            end
            SAMPLE_DATA:begin
                if (bit_cnt == 3'b111 && (edge_cnt + 1'b1) == Prescale)
                    if (PAR_EN)
                        next_state = PAR_BIT;
                    else 
                        next_state = STOP_BIT;
                else
                    next_state = SAMPLE_DATA;
            end
            PAR_BIT:begin
                if((edge_cnt + 1'b1) == Prescale)
                    next_state = STOP_BIT;
                else
                    next_state = PAR_BIT;
            end
            STOP_BIT:begin
                if((edge_cnt + 1'b1) == Prescale)
                    next_state = DATA_VALID;
                else
                    next_state = STOP_BIT;
            end
            DATA_VALID:begin
                if (!RX_IN)
                    next_state = START_BIT;
                else
                    next_state = IDLE;
            end 
            default:begin
                next_state = IDLE;
            end
        endcase
    end
    always @(*) begin
        par_chk_en = 1'b0;
        strt_chk_en = 1'b0;
        stp_chk_en = 1'b0; 
        deser_en = 1'b0;
        data_valid = 1'b0; 
        enable = 1'b0; 
        data_samp_en = 1'b1;
        case(current_state)
            IDLE:begin
                par_chk_en = 1'b0;
                strt_chk_en = 1'b0;
                stp_chk_en = 1'b0; 
                deser_en = 1'b0;
                data_valid = 1'b0; 
                enable = 1'b0; 
            end
            START_BIT:begin
                strt_chk_en = 1'b1;
                data_samp_en = 1'b1;
            end
            SAMPLE_DATA:begin
                enable = 1'b1;
                deser_en = 1'b1;
            end
            PAR_BIT:begin
                par_chk_en = 1'b1;
            end
            STOP_BIT:begin
                stp_chk_en = 1'b1;
            end
            DATA_VALID:begin
                if (stp_err || par_err)
                    data_valid = 1'b0;
                else
                    data_valid = 1'b1;
            end
        endcase
    end
endmodule
module UART_RX (
    input wire CLK, RST,
    input wire RX_IN,
    input wire PAR_EN, PAR_TYP,
    input wire [5:0] Prescale,
    output wire data_valid,
    output wire [7:0] P_DATA,
    output wire par_err, stp_err
);
    wire [2:0] bit_cnt;
    wire [5:0] edge_cnt;
    wire strt_glitch;
    wire par_chk_en, strt_chk_en, stp_chk_en, deser_en;
    wire enable, data_samp_en, sampled_bit, valid;
    FSM FSM_BLOCK (
        .CLK(CLK), 
        .RST(RST),
        .RX_IN(RX_IN),
        .PAR_EN(PAR_EN),
        .bit_cnt(bit_cnt),
        .edge_cnt(edge_cnt),
        .par_err(par_err), 
        .strt_glitch(strt_glitch), 
        .stp_err(stp_err),
        .par_chk_en(par_chk_en), 
        .strt_chk_en(strt_chk_en), 
        .stp_chk_en(stp_chk_en), 
        .deser_en(deser_en),
        .data_valid(data_valid), 
        .enable(enable), 
        .data_samp_en(data_samp_en),
        .Prescale(Prescale)
    );
    data_sampling data_sampling_BLOCK (
        .CLK(CLK), 
        .RST(RST),
        .data_samp_en(data_samp_en), 
        .RX_IN(RX_IN),
        .edge_cnt(edge_cnt), 
        .Prescale(Prescale),
        .sampled_bit(sampled_bit), 
        .valid(valid)
    );
    parity_check parity_check_BLOCK (
        .CLK(CLK), 
        .RST(RST),
        .PAR_TYP(PAR_TYP), 
        .par_chk_en(par_chk_en), 
        .sampled_bit(sampled_bit), 
        .valid(valid),
        .data(P_DATA),
        .par_err(par_err)
    );
    strt_check strt_check_BLOCK (
        .CLK(CLK), 
        .RST(RST),
        .strt_chk_en(strt_chk_en), 
        .sampled_bit(sampled_bit), 
        .valid(valid),
        .strt_glitch(strt_glitch)
    );
    stop_check stop_check_BLOCK (
        .CLK(CLK), 
        .RST(RST),
        .stp_chk_en(stp_chk_en), 
        .sampled_bit(sampled_bit), 
        .valid(valid),
        .stp_err(stp_err)
    );
    edge_bit_counter edge_bit_counter_BLOCK (
        .CLK(CLK), 
        .RST(RST),
        .enable(enable),
        .bit_cnt(bit_cnt),
        .edge_cnt(edge_cnt), 
        .Prescale(Prescale)
    );
    deserializer deserializer_BLOCK (
        .CLK(CLK), 
        .RST(RST),
        .deser_en(deser_en), 
        .sampled_bit(sampled_bit), 
        .valid(valid),
        .P_DATA(P_DATA),
        .bit_cnt(bit_cnt)
    );
endmodule
module data_sampling (
    input wire       CLK, RST,
    input wire       data_samp_en, RX_IN,
    input wire [5:0] edge_cnt, Prescale,
    output reg       sampled_bit, valid
);
    reg[2:0] samples;
    wire sample1_cond, sample2_cond, sample3_cond;
    assign sample1_cond = ((Prescale >> 1) - 1) == edge_cnt && data_samp_en;
    assign sample2_cond = ((Prescale >> 1))     == edge_cnt && data_samp_en;
    assign sample3_cond = ((Prescale >> 1) + 1) == edge_cnt && data_samp_en;
    always @(posedge CLK or negedge RST) begin
        if (!RST)
        begin
            samples <= 0;
            valid <= 0;
        end
        else if (sample1_cond)
            samples[0] <= RX_IN;
        else if (sample2_cond)
            samples[1] <= RX_IN;
        else if (sample3_cond)
        begin
            samples[2] <= RX_IN;
            valid <= 1;
        end
        else 
            valid <= 0;
    end
    always @(*) begin
        if (samples[0] == samples[1])
            sampled_bit = samples[0];
        else if (samples[0] == samples[2]) 
            sampled_bit = samples[0];
        else
            sampled_bit = samples[1];
    end
endmodule
module deserializer (
    input wire CLK, RST,
    input wire deser_en, sampled_bit, valid,
    input wire [2:0] bit_cnt,
    output reg [7:0] P_DATA
);
    always @(posedge CLK or negedge RST) begin
        if(!RST) begin
            P_DATA <= 0;
        end else if(valid && deser_en) begin
            P_DATA[bit_cnt] <= sampled_bit;
        end
    end
endmodule
module edge_bit_counter (
    input CLK, RST,
    input wire enable,
    input wire [5:0] Prescale,
    output reg [2:0] bit_cnt,
    output reg [5:0] edge_cnt
);
    always @(posedge CLK or negedge RST) begin
        if (!RST) begin
            bit_cnt <= 0;
            edge_cnt <= 0;
        end else if(Prescale == (edge_cnt + 1'b1)) begin
            if (enable)
                bit_cnt <= bit_cnt + 1;
            edge_cnt <= 0;
        end else begin
            edge_cnt <= edge_cnt + 1;
        end
    end
endmodule
module parity_check (
    input wire CLK, RST,
    input wire PAR_TYP, par_chk_en, 
    input wire sampled_bit, valid, 
    input wire [7:0] data,
    output reg par_err
);
    reg par_bit;
    always @(*) 
    begin
        if (!PAR_TYP)
                par_bit <= (^data); 
        else
                par_bit <= (^data) ^ 1; 
    end
    always @(posedge CLK or negedge RST) begin
        if(!RST)
            par_err <= 0;
        else if (par_chk_en && sampled_bit != par_bit && valid) begin
            par_err <= 1;
        end else if (par_chk_en && sampled_bit == par_bit && valid) begin
            par_err <= 0;
        end
    end
endmodule
module stop_check (
    input wire CLK, RST,
    input wire stp_chk_en, sampled_bit, valid,
    output reg stp_err
);
    always @(posedge CLK or negedge RST) begin
        if (!RST)
            stp_err <= 0;
        else if (stp_chk_en && sampled_bit != 1 && valid)
            stp_err <= 1;
        else if (stp_chk_en && sampled_bit == 1 && valid)
            stp_err <= 0;
    end
endmodule
module strt_check (
    input wire CLK, RST,
    input wire strt_chk_en, sampled_bit, valid,
    output reg strt_glitch
);
   always @(posedge CLK or negedge RST) begin
        if (!RST)
            strt_glitch <= 0;
        else if (strt_chk_en && sampled_bit != 0 && valid) begin
            strt_glitch <= 1;
        end else begin
            strt_glitch <= 0;
        end
    end
endmodule
module UART_TOP (
    input   wire                          RST,
    input   wire                          TX_CLK,
    input   wire                          RX_CLK,
    input   wire                          RX_IN_S,
    output  wire   [7:0]                  RX_OUT_P, 
    output  wire                          RX_OUT_V,
    input   wire   [7:0]                  TX_IN_P, 
    input   wire                          TX_IN_V, 
    output  wire                          TX_OUT_S,
    output  wire                          TX_OUT_V,  
    input   wire   [5:0]                  Prescale, 
    input   wire                          parity_enable,
    input   wire                          parity_type,
    output  wire                          parity_error,
    output  wire                          framing_error
);
    UART_TX UART_TX_BLOCK(
        .P_DATA(TX_IN_P),
        .Data_Valid(TX_IN_V), 
        .PAR_TYP(parity_type), 
        .PAR_EN(parity_enable),
        .CLK(TX_CLK), 
        .RST(RST),
        .TX_OUT(TX_OUT_S), 
        .busy(TX_OUT_V)
    );
    UART_RX UART_RX_BLOCK(
        .CLK(RX_CLK), 
        .RST(RST),
        .RX_IN(RX_IN_S),
        .PAR_EN(parity_enable), 
        .PAR_TYP(parity_type),
        .Prescale(Prescale),
        .data_valid(RX_OUT_V),
        .P_DATA(RX_OUT_P),
        .par_err(parity_error), 
        .stp_err(framing_error)
    );
endmodule
module MUX (
    input wire [1:0] mux_sel,
    input wire [3:0] inputs,
    input wire       CLK, RST,
    output reg       TX_OUT
);
    always @(*) 
    begin
        TX_OUT = inputs[mux_sel];
    end
endmodule
module UART_TX (
    input wire [7:0] P_DATA,
    input wire Data_Valid, PAR_TYP, PAR_EN,
    input wire CLK, RST,
    output wire TX_OUT, busy
);
    wire ser_done, ser_en, ser_data, par_bit;
    wire [1:0] mux_sel;
    fsm fsm_block (
    .ser_done(ser_done),
    .Data_Valid(Data_Valid),
    .PAR_EN(PAR_EN),
    .CLK(CLK),
    .RST(RST),
    .mux_sel(mux_sel), 
    .busy(busy),
    .ser_en(ser_en)
    );
    serializer serializer_block (
    .ser_done(ser_done),
    .Data_Valid(Data_Valid),
    .P_DATA(P_DATA),
    .CLK(CLK),
    .RST(RST),
    .ser_data(ser_data),
    .ser_en(ser_en),
    .busy(busy)
    );
    parityCalc parityCalc_block (
    .Data_Valid(Data_Valid), 
    .PAR_TYP(PAR_TYP),
    .P_DATA(P_DATA),
    .CLK(CLK), 
    .RST(RST),
    .par_bit(par_bit),
    .busy(busy)
    );
    wire [3:0] input_MUX = {par_bit, ser_data , 1'b1,1'b0};
    MUX MUX_block (
    .mux_sel(mux_sel),
    .inputs(input_MUX),
    .CLK(CLK), 
    .RST(RST),
    .TX_OUT(TX_OUT)
    );
endmodule
module fsm (
    input wire       ser_done, Data_Valid, PAR_EN,
    input wire       CLK, RST,
    output reg [1:0] mux_sel, 
    output reg       busy, ser_en
);
    typedef enum bit [2:0] {
                IDLE      = 3'b000,
                START_BIT = 3'b001,
                SER_DATA  = 3'b010,
                PAR_BIT   = 3'b011,
                STOP_BIT  = 3'b100
    } state_e;
    state_e PS, NS;
    always @(posedge CLK or negedge RST) 
    begin
        if (!RST)
            PS <= IDLE;
        else
            PS <= NS;
    end
    always @(*) begin
      busy = 1'b1;
      ser_en = 1'b1;
      mux_sel = 2'b00;
        case (PS) 
            IDLE:
              begin
                mux_sel = 2'b01;  
                busy = 1'b0;
                if (Data_Valid == 1'b1)
                    NS = START_BIT;
                else
                    NS = IDLE;
              end
            START_BIT:
              begin
                mux_sel = 2'b00;
                busy = 1'b1;
                ser_en = 1'b1;
                NS = SER_DATA;
              end
            SER_DATA:
              begin
                mux_sel = 2'b10;
                if (ser_done && !PAR_EN)
                begin
                    ser_en = 1'b0;
                    NS = STOP_BIT;
                end
                else if (ser_done && PAR_EN)
                begin
                  ser_en = 1'b0;
                  NS = PAR_BIT;
                end
                else
                begin
                  ser_en = 1'b1;
                  mux_sel = 2'b10;
                  NS = SER_DATA;
                end
              end
            PAR_BIT:
              begin
                mux_sel = 2'b11;
                NS = STOP_BIT;
              end
            STOP_BIT:
              begin
                mux_sel = 2'b01;
                NS = IDLE;
              end
            default:
              begin
                mux_sel = 2'b10;  
                busy = 1'b0;
                NS = IDLE;
              end
        endcase
    end
endmodule
module parityCalc (
    input wire       Data_Valid, PAR_TYP,
    input wire [7:0] P_DATA,
    input wire       CLK, RST, busy,
    output reg       par_bit
);
    reg [7:0] xor_ip;
    always @(posedge CLK or negedge RST) 
    begin
        if (!RST)
            xor_ip <= 0;
        else if (Data_Valid && !busy) 
        begin
            xor_ip <= P_DATA;  
        end
    end
    always @(*) 
    begin
        if (!PAR_TYP)
                par_bit = (^xor_ip); 
        else
                par_bit = (^xor_ip) ^ 1; 
    end
endmodule
module serializer (
    input wire       ser_en, Data_Valid,
    input wire [7:0] P_DATA,
    input wire       CLK, RST, busy,
    output reg       ser_data, ser_done
);
    reg [3:0] cnt;
    reg [7:0] REG;
    always @(posedge CLK or negedge RST) 
    begin
        if (!RST)
          begin
            cnt <= 0;
            REG <= 8'b11111111;
            ser_data <= 1;
            ser_done <= 0;
          end
        else if (Data_Valid && !busy)
          begin
            cnt <= 0;
            REG <= P_DATA;
            ser_done <= 0;
          end
        else if (cnt != 4'b1000 && ser_en)
          begin
            ser_data <= REG[cnt];
            cnt <= cnt + 1;
            if (cnt == 4'b0111 && ser_en)
            begin
            ser_done <= 1;
            end
          end
        else
          ser_done <= 0;
    end
endmodule
==> impl_results.html <==
<!-- implementation run metrics -->
<table>
<tr><th>Metric</th><th>Value</th></tr>
<tr><th colspan="2">Power</th></tr>
<tr><td>Net switching fraction of the power</td><td>0.361</td></tr>
<tr><td>Clock Power Share</td><td>0.167</td></tr>
<tr><td>Worst vdd ir</td><td>0.000337 V</td></tr>
<tr><td>Comb power frac</td><td>0.414</td></tr>
<tr><td>Power Density</td><td>761 nW/um^2</td></tr>
<tr><td>Cell-internal power</td><td>1760 uW</td></tr>
<tr><td>Sequential group share of total power</td><td>0.419</td></tr>
<tr><td>Leakage power</td><td>~0.0016 uW</td></tr>
<tr><td>Total power of the final layout</td><td>2760 uW</td></tr>
<tr><td>Switching power summed over all nets</td><td>997 uW</td></tr>
<tr><th colspan="2">Global route</th></tr>
<tr><td>Routing layer with the top usage in global route</td><td>met1</td></tr>
<tr><td>Largest net degree at the start of global routing</td><td>58</td></tr>
<tr><td>Met3 GRT Util</td><td>0.0419</td></tr>
<tr><td>Number of antenna violations at the first check in global routing</td><td>0</td></tr>
<tr><td>GRT Residual Overflow</td><td>0</td></tr>
<tr><td>Vias in the first global route</td><td>2136</td></tr>
<tr><td>GR Util All Layers</td><td>0.156</td></tr>
<tr><td>Fraction of met2 tracks used by global routing</td><td>0.218</td></tr>
<tr><td>Met1 Use GR</td><td>0.260</td></tr>
<tr><td>Wire length of the first global-routing pass</td><td>10.0 mm</td></tr>
<tr><th colspan="2">Clock tree</th></tr>
<tr><td>Clock slew at the register clock pins of the worst setup and hold paths</td><td>~0.060 ns</td></tr>
<tr><td>Hold buffers post-CTS</td><td>0</td></tr>
<tr><td>Buffers inserted by post-CTS timing repair</td><td>0</td></tr>
<tr><td>Clock sink count</td><td>57</td></tr>
<tr><td>Quantity of gates resized following cts</td><td>0</td></tr>
<tr><td>Clock tree from TritonCTS</td><td>yes</td></tr>
<tr><th colspan="2">Setup path</th></tr>
<tr><td>Data arrival time of the critical path</td><td>2.43 ns</td></tr>
<tr><td>Ordered list of cells on the worst path</td><td>clkdlybuf4s50_1 &gt; xnor2_1 &gt; xnor2_1 &gt; xnor2_1 &gt; xnor2_1 &gt; a21oi_1 &gt; clkdlybuf4s50_1</td></tr>
<tr><td>Largest incremental delay on the critical path</td><td>0.52 ns</td></tr>
<tr><td>R2R Path Start</td><td>UART_RX_BLOCK.edge_bit_counter_BLOCK.edge_cnt[0]</td></tr>
<tr><td>Reg2reg path depth</td><td>6</td></tr>
<tr><td>Critical Path Source Type</td><td>input port</td></tr>
<tr><td>Maximum fanout count along the critical path</td><td>2</td></tr>
<tr><td>Category of the most critical setup path</td><td>in2out</td></tr>
<tr><td>Slowest cell on the critical path</td><td>sky130_fd_sc_hd__clkdlybuf4s50_1</td></tr>
<tr><td>Terminus of the critical flop-to-flop path</td><td>UART_RX_BLOCK.FSM_BLOCK.current_state[5]</td></tr>
<tr><td>Critical path's most frequent cell</td><td>sky130_fd_sc_hd__xnor2_1</td></tr>
<tr><td>Number of buffers and inverters on the critical path</td><td>2</td></tr>
<tr><td>Crit-path leading delay family</td><td>buffers and inverters</td></tr>
<tr><td>Critical Path RT</td><td>approximately 2.8 ns</td></tr>
<tr><td>Worst Setup End Kind</td><td>primary output</td></tr>
<tr><td>Critical Path Stages</td><td>7</td></tr>
<tr><td>Worst setup slack for register-to-register paths</td><td>1.37 ns</td></tr>
<tr><th colspan="2">Synth</th></tr>
<tr><td>Area of the synthesized netlist per yosys stat</td><td>slightly above 3000 um^2</td></tr>
<tr><td>Unique masters post-synth</td><td>51</td></tr>
<tr><td>Post-synthesis cell count</td><td>about 300</td></tr>
<tr><td>Synthesized area per cell</td><td>just over 10 um^2</td></tr>
<tr><td>Sequential cell area fraction in the yosys report</td><td>0.462</td></tr>
<tr><td>Netlist Area Pre-Place</td><td>3120 um^2</td></tr>
<tr><td>Dominant synthesized flop cell</td><td>sky130_fd_sc_hd__dfrtp_1</td></tr>
<tr><td>Number of synthesized flops with an enable pin</td><td>0</td></tr>
<tr><td>Post-synthesis sequential element count</td><td>57</td></tr>
<tr><td>Syn. warnings</td><td>11</td></tr>
<tr><td>Number of cells in Yosys stat</td><td>302</td></tr>
<tr><td>Async SR Flop Fraction</td><td>1.00</td></tr>
<tr><th colspan="2">Timing</th></tr>
<tr><td>Final setup violation count</td><td>0</td></tr>
<tr><td>Clock skew</td><td>about 0.012 ns</td></tr>
<tr><td>Transition at the pin with the smallest max-transition slack</td><td>approximately 0.71 ns</td></tr>
<tr><td>Worst slew margin relative to its limit</td><td>0.529</td></tr>
<tr><td>RSZ-0062 raised after global routing</td><td>false</td></tr>
<tr><td>Final Hold Violation Tally</td><td>0</td></tr>
<tr><td>Count of final max-slew check failures</td><td>0</td></tr>
<tr><td>Min setup slack post-route</td><td>around 0.37 ns</td></tr>
<tr><td>Total Negative Setup Slacks</td><td>0 ns</td></tr>
<tr><th colspan="2">Cells and area</th></tr>
<tr><td>Gate Area</td><td>1540 um^2</td></tr>
<tr><td>Post-synthesis to final-layout area growth</td><td>16.2%</td></tr>
<tr><td>Core utilization of the finished layout</td><td>0.489</td></tr>
<tr><td>Share of final-layout standard cells stronger than drive strength 1</td><td>0.131</td></tr>
<tr><td>Total area of sequential cells</td><td>1440 um^2</td></tr>
<tr><td>Total of fill cells in the finished design</td><td>668</td></tr>
<tr><td>Filler-free cell count of the finished design</td><td>434</td></tr>
<tr><th colspan="2">Die</th></tr>
<tr><td>Die width</td><td>90.3 um</td></tr>
<tr><td>Overall chip area</td><td>8150 um^2</td></tr>
<tr><td>Top-level port count</td><td>34</td></tr>
<tr><td>FP Util</td><td>0.421</td></tr>
<tr><td>Vertical die dimension</td><td>90.3 um</td></tr>
<tr><td>Row count</td><td>31</td></tr>
<tr><td>Core footprint</td><td>7410 um^2</td></tr>
<tr><th colspan="2">Placement</th></tr>
<tr><td>Sum of net half-perimeters after detailed placement</td><td>4.08 mm</td></tr>
<tr><td>Pre-CTS WS</td><td>0.333 ns</td></tr>
<tr><td>GPL Wtd Cong</td><td>0.835</td></tr>
<tr><td>Placed cells</td><td>422</td></tr>
<tr><td>Buffers on Ports</td><td>32</td></tr>
<tr><th colspan="2">Min path</th></tr>
<tr><td>Hold Path Origin</td><td>UART_RX_BLOCK.strt_check_BLOCK.strt_glitch</td></tr>
<tr><td>Hold path endpoint</td><td>UART_RX_BLOCK.FSM_BLOCK.current_state[3]</td></tr>
<tr><td>Class of the most critical hold timing path</td><td>reg2reg</td></tr>
<tr><td>Hold Path Cell Cnt</td><td>1</td></tr>
<tr><th colspan="2">Routing</th></tr>
<tr><td>DRC violation count after routing</td><td>0</td></tr>
<tr><td>DR WL/cell</td><td>13.3 um</td></tr>
<tr><td>Total wire length after detailed routing</td><td>approximately 5.8 mm</td></tr>
<tr><td>Detailed-router iteration count before antenna repair</td><td>4</td></tr>
<tr><td>Total number of vias</td><td>2122</td></tr>
<tr><td>Routed Antenna Nets</td><td>0</td></tr>
<tr><td>Via/cell ratio</td><td>4.89</td></tr>
<tr><td>Antenna Cells</td><td>0</td></tr>
<tr><td>DRC violation total after the first TritonRoute iteration</td><td>~96</td></tr>
<tr><th colspan="2">Flow run</th></tr>
<tr><td>Max capacitance violation total</td><td>0</td></tr>
<tr><td>Tool warnings</td><td>32</td></tr>
<tr><th colspan="2">Outcome</th></tr>
<tr><td>Status</td><td>finished, final reports clean</td></tr>
</table>
## cell type report
class	instances	share of cell area
flip-flops and latches	57	0.397
inverters	16	0.0166
clock inverters	1	0.00207
repair buffers	33	0.0890
well taps	99	0.0342
multi-input cells	217	0.425
clock buffers	11	0.0362
## synthesized netlist by cell type, types with 5 or more instances
| cell type | n | area, um^2 |
|---|---|---|
| sky130_fd_sc_hd__nand2_1 | 52 | 195 |
| sky130_fd_sc_hd__dfrtp_1 | 46 | 1150 |
| sky130_fd_sc_hd__xnor2_1 | 33 | 289 |
| sky130_fd_sc_hd__nor2_1 | 20 | 75.1 |
| sky130_fd_sc_hd__inv_1 | 16 | 60.1 |
| sky130_fd_sc_hd__xor2_1 | 12 | 105 |
| sky130_fd_sc_hd__dfstp_2 | 11 | 289 |
| sky130_fd_sc_hd__ha_1 | 11 | 138 |
| sky130_fd_sc_hd__mux2_2 | 9 | 101 |
| sky130_fd_sc_hd__nand3_1 | 9 | 45.0 |
| sky130_fd_sc_hd__o21ai_0 | 6 | 30.0 |
| sky130_fd_sc_hd__o2bb2ai_1 | 6 | 52.6 |
| sky130_fd_sc_hd__a21oi_1 | 5 | 25.0 |
| sky130_fd_sc_hd__nand4_1 | 5 | 31.3 |
## state kept, by name, summed over array words and instances, names as in the netlist
register,flops
UART_RX_BLOCK.deserializer_BLOCK.P_DATA,8
UART_TX_BLOCK.parityCalc_block.xor_ip,8
UART_TX_BLOCK.serializer_block.REG,8
UART_RX_BLOCK.FSM_BLOCK.current_state,6
UART_RX_BLOCK.edge_bit_counter_BLOCK.edge_cnt,6
UART_TX_BLOCK.fsm_block.PS,5
UART_TX_BLOCK.serializer_block.cnt,4
UART_RX_BLOCK.data_sampling_BLOCK.samples,3
UART_RX_BLOCK.edge_bit_counter_BLOCK.bit_cnt,3
UART_RX_BLOCK.data_sampling_BLOCK.valid,1
UART_RX_BLOCK.parity_check_BLOCK.par_err,1
UART_RX_BLOCK.stop_check_BLOCK.stp_err,1
UART_RX_BLOCK.strt_check_BLOCK.strt_glitch,1
UART_TX_BLOCK.serializer_block.ser_data,1
UART_TX_BLOCK.serializer_block.ser_done,1
## logic make-up after synthesis
family / Yosys count / synth area share
muxes: 15 / 0.0614
AOI/OAI and AO/OA: 32 / 0.0726
buffers and inverters: 28 / 0.0445
and+or+nand+nor: 111 / 0.170
xor gates and xnor gates: 47 / 0.142
adders and majority gates: 12 / 0.0473
DFF: 57 / 0.462
## metrics by stage
step | hold WS, ns | instance area (um^2)
global placement | 0.447 | 3490
finish | 0.460 | 3630
CTS | 0.463 | 3630
detailed placement | 0.449 | 3490
global route | 0.483 | 3630
floorplan | 0.404 | 3120
## worst register-to-register path: stages (launching register included)
cell and delay (ns):
sky130_fd_sc_hd__dfrtp_1 0.45, sky130_fd_sc_hd__ha_1 0.31, sky130_fd_sc_hd__xnor2_4 0.15, sky130_fd_sc_hd__xnor2_1 0.15, sky130_fd_sc_hd__nor3_2 0.29, sky130_fd_sc_hd__and3_4 0.33
sky130_fd_sc_hd__mux2_2 0.34
## power groups by stage
stage / logic, uW / clock network [uW] / registers, uW
after CTS: 1160 / 479 / 1160
after global routing: 1290 / 500 / 1200
final: 1140 / 462 / 1160
## cell usage in the layout, fill, tap and decap left out, types with 2 or more instances in the layout
cell type                          n
sky130_fd_sc_hd__a21oi_1           5
sky130_fd_sc_hd__a31oi_1           3
sky130_fd_sc_hd__and2_1            3
sky130_fd_sc_hd__and3_1            4
sky130_fd_sc_hd__clkbuf_1          2
sky130_fd_sc_hd__clkbuf_8          9
sky130_fd_sc_hd__clkdlybuf4s50_1  31
sky130_fd_sc_hd__dfrtp_1          46
sky130_fd_sc_hd__dfstp_2          11
sky130_fd_sc_hd__ha_1             11
sky130_fd_sc_hd__inv_1            16
sky130_fd_sc_hd__mux2_2            9
sky130_fd_sc_hd__mux2i_1           3
sky130_fd_sc_hd__mux4_2            2
sky130_fd_sc_hd__nand2_1          52
sky130_fd_sc_hd__nand3_1           9
sky130_fd_sc_hd__nand3b_1          2
sky130_fd_sc_hd__nand4_1           5
sky130_fd_sc_hd__nor2_1           20
sky130_fd_sc_hd__nor2b_1           3
sky130_fd_sc_hd__nor3_1            2
sky130_fd_sc_hd__nor3_2            2
sky130_fd_sc_hd__nor4_1            2
sky130_fd_sc_hd__o21ai_0           6
sky130_fd_sc_hd__o21bai_1          2
sky130_fd_sc_hd__o2bb2ai_1         6
sky130_fd_sc_hd__xnor2_1          33
sky130_fd_sc_hd__xor2_1           12
## per-layer routing
layer / routed length (um) / part of all wire / vias up
met5: 0 / 0 / -
met4: 80 / 0.014 / 0
met3: 264 / 0.046 / 9
met2: 2380 / 0.41 / 40
met1: 3030 / 0.53 / 999
li1: - / - / 1074
## how the worst max path moves through the flow
stage,start,endpoint,slack [ns]
4_1_cts,parity_type,TX_OUT_S,0.33
5_1_grt,parity_type,TX_OUT_S,0.24
6_report,parity_type,TX_OUT_S,0.37
Power is estimated from default activity; no workload was simulated.
